<file path="design.v">
`timescale 1ns / 1ps
module register#(
parameter N = 1)
(
    input clk,
    input ce,
    input [N-1:0]idata,
    output [N-1:0]odata
    );
    reg [N-1:0]val=1'b0;
    always @(posedge clk)
    begin
        if(ce) val <= idata;
        else val <= val;
    end
    assign odata=val;
endmodule
module delay_line#(
    parameter N=3,
    parameter DELAY=5
)
(
    input clk,
    input ce,
    input [N-1:0] idata,
    output [N-1:0] odata
);
wire [N-1:0] tdata [DELAY:0];
genvar i;
generate
    if(DELAY==0)
    begin
        assign odata=idata;
    end
    else
    begin
    assign tdata[0] = idata; 
    for(i=0;i<DELAY;i=i+1) begin 
        register
        #(
            .N(N)
         )
         delay(
            .clk(clk),
            .ce(ce),
            .idata(tdata[i]),
            .odata(tdata[i+1])
        ); end 
        assign odata = tdata[DELAY]; end
endgenerate
endmodule
</file>
<file path="constraint.sdc">
current_design delay_line

set clk_period 1.0
set clk_io_pct 0.2

create_clock -name clk0 -period $clk_period [get_ports {clk}]

set non_clock_inputs [all_inputs -no_clocks]
set_input_delay [expr $clk_period * $clk_io_pct] -clock clk0 $non_clock_inputs
set_output_delay [expr $clk_period * $clk_io_pct] -clock clk0 [all_outputs]
</file>
<file path="config.mk">
export PLATFORM = sky130hd
export DESIGN_NAME = delay_line
export DESIGN_NICKNAME = delay_line
export VERILOG_FILES = /design/flow/design.v
export SDC_FILE = /design/flow/constraint.sdc
export NUM_CORES = 4
export LEC_CHECK = 1
export CORE_AREA = 10 10 70 70
export DIE_AREA = 0 0 80 80
</file>
<file path="run.sh">
#!/bin/bash
# OpenROAD 26Q1-2900-gdf79404cd8, Yosys 0.63+post, stock flow scripts
make -C /OpenROAD-flow-scripts/flow DESIGN_CONFIG=/design/flow/config.mk WORK_HOME=/design/flow/orfs finish
</file>
==> qor.yml <==
status: "completed"
grt_util_all_layers: 0.0151
hold_path.class: "register to register"
drt-initial-drc-count: 14
p_sw_frac: 0.172
coreArea_mm2: 0.00342
combPwrFrac: 0.038
clock_latency_ns: 0.27
warnings: 25
rows: 21
cts.path.max_buffers: 2
path_buffers: 1
m1WireLength_um: 213
via_per_inst: 2.22
skew_ns: 0.00130
power.internal_w: 0.000920
top_regs: "genblk1.genblk1.delay.val x15"
cts-resized-gates: 9
area_leaders: "edfxtp_1 (100%)"
yosys.cell_types.count: 1
dp_slack_ns: -0.173
die_area_mm2: 0.00640
final.fill_count: 369
cp.required_ns: 0.80
r2r-start: "genblk1.genblk1[0].delay.val[1]"
vias: 164
finalHoldViolCount: 0
antenna_found_initial: 0
edf_count: 15
ys_top_cells_by_count: "edfxtp_1 (15)"
ys_warn_count: 2
ys_seq_elements: 15
path_max_fanout: 1
cts-root-buf: "clkbuf_4"
start_kind: "register"
synth_chip_area_um2: 450
logic_gate_count: 0
syn_inst: 15
yosysTopAreaCellShare: 1.00
fmax_mhz: 1060
drc_errors: 0
setup_viol: 0
synth.avg_cell_area_um2: 30.0
synth_stat.cells: 15
total_power_w: 0.00111
top_area_cell: "edfxtp_1"
worst_pin_slew_ns: 0.134
max_stage_delay_ns: 0.35
maxCapViolCount: 0
regMostFlops: "genblk1.genblk1.delay.val"
fp-utilization: 0.132
grt_pass1_vias: 181
wl_per_cell_um: 5.70
insertedDiodeCount: 0
grt_max_degree: 13
vdd_ir_drop_max_mv: 0.991
timing.final.crit_period_ns: 0.939
gp_congestion: 0.652
area.combinational_um2: 0
post_cts_buffers: 0
crit_chain: "buf_2"
grt_pass1_wl_um: 731
p_leak_nw: 0.203
clk_pin_slew_ns: 0.08
numClockSinks: 15
cp.arrival_ns: 0.74
syn_to_final_growth_pct: 36.9
p_sw_w: 0.000192
postSynthSeqShare: 1.00
die_h_um: 80
min_from: "genblk1.genblk1[3].delay.val[0]"
dr.max_layer_used: "met3"
holdBufCountCts: 0
period_used_share: 0.939
dr_wl_met2_um: 112
final_core_util: 0.181
maxSlewHeadroom: 0.911
pwr-share-clk: 0.292
cts_max_level: 1
drive_gt1_frac: 0.286
die_w_um: 80
pin_count: 8
cts_tree: "done"
power_per_cell_area_mw_per_mm2: 1800
drtPass1Iterations: 2
wl_um: 422
met3_length_um: 96
timing.final.ws_setup_ns: 0.0608
crit_path_top_delay_cell: "edfxtp_1"
layout.cells.non_filler: 74
synthesis.area_um2: 450
criticalPathCategory: "register to output pin"
final_max_slew_viol_count: 0
p_seq_frac: 0.670
numPlacedInstances: 70
rsz0062_at_grt: "no"
cp_top_family: "flip-flops"
cp-startpoint: "genblk1.genblk1[4].delay.val[2]"
ant_nets: 0
critical_path.endpoint_type: "output pin"
most_common_cell: "edfxtp_1"
largest_reg_flops: 15
grt_overflow: 0
ff_latch_area_um2: 450
synthArstFlopShare: 0
numCtsBuffers: 3
port_buffers: 7
flop_cell: "edfxtp_1"
[cells in the final DEF, fill, tap and decap left out, drive strengths merged]
master / instances
buf: 5
clkdlybuf4s50: 4
edfxtp: 15
clkbuf: 4
[path summary, 6_finish.rpt]
check / cells past startpoint / slack (ns) / end
max reg2reg: 0 / 0.39 / genblk1.genblk1[1].delay.val[1]
max: 1 / 0.06 / odata[2]
min reg2reg: 0 / 0.42 / genblk1.genblk1[4].delay.val[0]
min: 0 / 0.42 / genblk1.genblk1[4].delay.val[0]
[cells by family (layout without fill, tap and decap cells)]
group,count (synthesis),in the layout,synth area share
flip-flops,15,15,1.00
buffers and inverters,0,13,0
[metal layers]
layer,vias up,track usage
met5,-,0
met4,0,0.00176
met3,0,0.0216
met2,10,0.0161
met1,69,0.0170
li1,85,-
[power groups by stage]
stage / clock (W) / sequential [W] / combinational, W
finish: 0.000325 / 0.000745 / 0.0000420
global route: 0.000376 / 0.000748 / 0.0000463
CTS: 0.000337 / 0.000745 / 0.0000429
[final cells by class]
cell class,count,share of cell area
Timing Repair Buffer,9,0.134
Sequential cell,15,0.730
Tap cell,46,0.0933
Clock buffer,4,0.0426
[metrics by stage]
step	setup TNS, ns	hold slack [ns]	cell area (um2)
2_1_floorplan	0	0.299	450
3_3_place_gp	-2.49	0.400	606
3_5_place_dp	-2.55	0.405	606
4_1_cts	0	0.421	617
5_1_grt	0	0.430	617
6_report	0	0.422	617
Power figures rest on the tool's default switching activity, not on a simulated workload.
