--- /design/flow/config.mk ---
export PLATFORM = sky130hd
export DESIGN_NAME = State_machine
export DESIGN_NICKNAME = State_machine
export VERILOG_FILES = /design/flow/design.v
export SDC_FILE = /design/flow/constraint.sdc
export NUM_CORES = 4
export LEC_CHECK = 1
export CORE_AREA = 10 10 70 70
export DIE_AREA = 0 0 80 80
--- /design/flow/constraint.sdc ---
current_design State_machine

set clk_period 2.2
set clk_io_pct 0.2

create_clock -name clk0 -period $clk_period [get_ports {clk}]

set non_clock_inputs [all_inputs -no_clocks]
set_input_delay [expr $clk_period * $clk_io_pct] -clock clk0 $non_clock_inputs
set_output_delay [expr $clk_period * $clk_io_pct] -clock clk0 [all_outputs]
--- /design/flow/design.v ---
`timescale 1ns / 1ps
module State_machine(
    input clk,
    input rst,
    input send, 
    input [7:0]data,
    output txd,
    output [1:0]state_test,
    output [4:0]cnt_test
    );
    localparam STATE0 = 2'd0;
    localparam STATE1 = 2'd1;
    localparam STATE2 = 2'd2;
    localparam STATE3 = 2'd3;
    reg [7:0]rememb_data = 8'b0;
    reg rememb_send = 1'd0;
    reg [4:0]cnt = 5'd0;
    reg [1:0]state = STATE0;
    reg r_y = 1'b0;
    always @(posedge clk)
    begin
        if(rst) state <= STATE0;
        else
        begin   
            case(state)
            STATE0:
            begin
                if(send==1'b1 & rememb_send==1'b0)
                state <= STATE1;
                rememb_data <= data;
                rememb_send <= send;
            end
            STATE1:
            begin
                r_y <= 1'b1;
                state <= STATE2;
            end
            STATE2:
            begin
                if(cnt < 5'd8)
                begin
                    r_y <= data[cnt];
                    cnt <= cnt + 1;
                end
                else
                begin
                    cnt <= 5'd0;
                    state <= STATE3;
                end
            end
            STATE3:
            begin
                r_y = 1'b0;
                rememb_send <= send;
                state <= STATE0;
            end
            endcase
        end
     end
     assign cnt_test = cnt;
     assign txd = r_y;
     assign state_test = state;
endmodule
--- /design/flow/run.sh ---
#!/bin/bash
# OpenROAD 26Q1-2900-gdf79404cd8, Yosys 0.63+post, stock flow scripts
make -C /OpenROAD-flow-scripts/flow DESIGN_CONFIG=/design/flow/config.mk WORK_HOME=/design/flow/orfs finish
==> out/qor.yml <==
outcome: "finished, final reports clean"
post_cts_buffers: 0
die_y_um: 80
final_antenna_net_count: 0
routedWlPerCell_um: 10.9
hold_depth: 2
synth_area_um2: 539
antenna_cells: 0
rows: 21
min_path_type: "flop to flop"
critPathCaptureType: "output port"
met1_usage_pct: 5.12
ys_chip_area_um2: 539
ys_seq_share_pct: 46.4
htreeDepth: 1
clockBufferDepth: 2
drv_cap: 0
cts_tree: "built"
leakagePower_nw: 0.277
finalSetupViolations: 0
cp_cell_sequence: "clkdlybuf4s50_1"
antenna_found_initial: 0
core_um2: 3420
hold_end: "state[0]$_SDFFE_PP0P_"
clockRootBuffer: "clkbuf_4"
seq_area_um2: 250
portBuffers: 18
fillers: 369
place_hpwl_um: 970
drt-vias-per-instance: 3.68
netlist_instances: 47
p_per_area_nw_per_um2: 786
reg2regPathDepth: 6
numCtsBuffers: 3
overflow: 0
placed_cells: 110
layoutNonFillerInstCount: 114
initCoreUtil_pct: 15.8
slowest_delay_ps: 530
log.warning_count: 29
worstHoldStart: "state[0]$_SDFFE_PP0P_"
ios: 19
grt_use_total_pct: 3.92
cts_num_sinks: 9
numSynthFlops: 9
crit_fanout: 7
pre_cts_ws_ps: 370
skew_ps: 0.366
crit_buf_inv: 1
worst_skew_pair.late_latency_ps: 250
finalWorstSetupSlack_ps: 459
grt_pass1_wl_mm: 2.04
crit_path_start_kind: "flop"
die_w_um: 80
hold_viol: 0
power_mw: 0.622
lay_top_count: "clkdlybuf4s50_1"
place_area_um2: 766
syn_avg_cell_area_um2: 11.5
yosysCellCount: 47
dr.pass1.iters: 4
grt_pass1_vias: 429
fin_crit_ps: 1740
logic_area_um2: 267
setup.worst_path.class: "flop to output port"
grt_use_met3_pct: 2.84
slowest_stage: "clkdlybuf4s50_1"
stdcell_area_um2: 792
required_ps: 1760
synth.distinct_cells: 21
rsz0062_at_grt: "no"
grt_max_degree: 8
gp_congestion: 0.766
drtIter0Drc: 17
rr_endpoint: "state[1]$_SDFFE_PP0P_"
peakVddDrop_mv: 0.398
finalCritPeriodShare_pct: 79.1
cts_hold_buf: 0
yosys_warnings: 1
arrival_ps: 1300
path_delay_family: "buffers and inverters"
layout-drive-gt1-share_pct: 7.35
routed_wl_mm: 1.24
chip_area_um2: 6400
cts_resized: 0
r2r_setup_slack_ps: 560
met2_usage_pct: 5.22
r2r_start: "state[0]$_SDFFE_PP0P_"
maxSlewViolCount: 0
setup_tns_ps: 0
area_growth_pct: 46.9
post-route-drc-count: 0
clock.fmax_mhz: 575
grt_busiest_layer: "met2"
dr_total_vias: 419
layout.cells.most_common_list: "18 x clkdlybuf4s50_1, 7 x edfxtp_1, 6 x nor3_1, 6 x ha_1, 4 x nor2_1"
cts.clk_slew.worst_paths_ps: 60
==> cell families after synthesis <==
| group | after synthesis | share of synthesized area (%) |
|---|---|---|
| AND/OR/NAND/NOR | 18 | 17.2 |
| buffers and inverters | 4 | 4.18 |
| multiplexers | 4 | 9.74 |
| AND-OR/OR-AND | 4 | 6.26 |
| XOR/XNOR | 1 | 1.62 |
| adder cells (fa/ha/maj) | 6 | 13.9 |
| other | 1 | 0.695 |
| flip-flops | 9 | 46.4 |
==> synthesized netlist by cell type <==
master / number / area share (%)
ha_1: 6 / 14
mux4_2: 1 / 4.2
dfxtp_1: 2 / 7.4
edfxtp_1: 7 / 39
nor3_1: 6 / 5.6
nand3_1: 2 / 1.9
buf_6: 1 / 2.1
o2111ai_1: 1 / 1.6
o21ai_1: 1 / 0.93
nor4_1: 1 / 1.2
nor2b_1: 1 / 1.2
nand2_1: 1 / 0.70
nor2_1: 4 / 2.8
conb_1: 1 / 0.70
nand2b_1: 1 / 1.2
mux2i_1: 3 / 5.6
xnor2_1: 1 / 1.6
a211oi_2: 1 / 2.3
inv_1: 3 / 2.1
o21a_1: 1 / 1.4
nor3b_1: 2 / 2.8
==> power breakdown <==
| part | switching (mW) | total, mW | leakage, nW | internal (mW) |
|---|---|---|---|---|
| Clock | 0.0560 | 0.126 | 0.0150 | 0.0698 |
| Combinational | 0.104 | 0.240 | 0.183 | 0.136 |
| Sequential | 0.0354 | 0.257 | 0.0795 | 0.222 |
| Total | 0.195 | 0.622 | 0.277 | 0.427 |
==> through the flow <==
| step | util [%] | hold WS, ps |
|---|---|---|
| 2_1_floorplan | - | 507 |
| 3_3_place_gp | 22.4 | 542 |
| 3_5_place_dp | 22.4 | 545 |
| 4_1_cts | 23.2 | 571 |
| 5_1_grt | 23.2 | 611 |
| 6_report | 23.2 | 569 |
==> worst reg2reg max path: cells and delay by family (launching register included) <==
kind	cells	cell delay, ps
AND-OR/OR-AND	1	90
flip-flops	1	400
adder cells (fa/ha/maj)	1	270
buffers and inverters	1	110
multiplexers	1	170
AND/OR/NAND/NOR	2	480
==> layout make-up <==
| type | count | area share [%] |
|---|---|---|
| Clock buffer | 4 | 3.32 |
| Inverter | 3 | 1.42 |
| Multi-Input combinational cell | 34 | 33.6 |
| Sequential cell | 9 | 31.6 |
| Tap cell | 46 | 7.27 |
| Timing Repair Buffer | 18 | 22.7 |
==> metal layers <==
layer  share of wire [%]  up-vias  wire [µm]
met5                   0        -          0
met4                 1.0        0         13
met3                  14        2        170
met2                  36       16        446
met1                  49      187        608
li1                    -      214          -
==> worst max-delay path by stage <==
stage,start,depth (start not counted),endpoint,slack (ps)
4_1_cts,cnt[0]$_SDFFCE_PP0P_,1,cnt_test[0],420
5_1_grt,cnt[0]$_SDFFCE_PP0P_,1,cnt_test[0],380
6_report,cnt[0]$_SDFFCE_PP0P_,1,cnt_test[0],460
==> registers in the layout, summed over array words and instances (netlist names) <==
register	cells
cnt	5
r_y	1
rememb_send	1
state	2
Power and IR drop assume default switching activity.
